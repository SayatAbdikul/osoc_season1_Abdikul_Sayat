--- flow/config.mk ---
export PLATFORM = sky130hd
export DESIGN_NAME = ALU
export DESIGN_NICKNAME = ALU
export VERILOG_FILES = /design/flow/design.v
export SDC_FILE = /design/flow/constraint.sdc
export NUM_CORES = 4
export LEC_CHECK = 1
export CORE_UTILIZATION = 30
export SYNTH_HDL_FRONTEND = slang
--- flow/constraint.sdc ---
current_design ALU

set clk_period 16.5
set clk_io_pct 0.2

create_clock -name clk0 -period $clk_period

set non_clock_inputs [all_inputs -no_clocks]
set_input_delay [expr $clk_period * $clk_io_pct] -clock clk0 $non_clock_inputs
set_output_delay [expr $clk_period * $clk_io_pct] -clock clk0 [all_outputs]
--- flow/run.sh ---
#!/bin/bash
# OpenROAD 26Q1-2900-gdf79404cd8, Yosys 0.63+post, stock flow scripts
make -C /OpenROAD-flow-scripts/flow DESIGN_CONFIG=/design/flow/config.mk WORK_HOME=/design/flow/orfs finish
--- flow/design.v ---
module ALU (
    input wire carry_in,
    input wire [15:0] in_a,
    input wire [15:0] in_b,
    input wire [3:0] select,
    input wire mode,
    output reg carry_out,
    output reg compare,
    output reg [15:0] alu_out
);
    reg [15:0] alu_result;
    always @(*) begin
        if (mode) begin
            case (select)
                4'd0: alu_result = ~in_a;
                4'd1: alu_result = ~(in_a | in_b);
                4'd2: alu_result = (~in_a) & in_b;
                4'd3: alu_result = 0;
                4'd4: alu_result = ~(in_a & in_b);
                4'd5: alu_result = ~in_b;
                4'd6: alu_result = in_a ^ in_b;
                4'd7: alu_result = in_a & (~in_b);
                4'd8: alu_result = (~in_a) | in_b;
                4'd9: alu_result = ~(in_a ^ in_b);
                4'd10: alu_result = in_b;
                4'd11: alu_result = in_a & in_b;
                4'd12: alu_result = 1;
                4'd13: alu_result = in_a | ~in_b;
                4'd14: alu_result = in_a | in_b;
                4'd15: alu_result = in_a;
            endcase
        end else begin
            case (select)
                4'd0: alu_result = in_a;
                4'd1: alu_result = in_a | in_b;
                4'd2: alu_result = in_a | (~in_b);
                4'd3: alu_result = -1;
                4'd4: alu_result = in_a | (in_a & ~in_b);
                4'd5: alu_result = (in_a | in_b) + (in_a & ~in_b);
                4'd6: alu_result = in_a - in_b - 1;
                4'd7: alu_result = (in_a & ~in_b) - 1;
                4'd8: alu_result = in_a + (in_a & in_b);
                4'd9: alu_result = in_a + in_b;
                4'd10: alu_result = (in_a | (~in_b)) + (in_a & in_b);
                4'd11: alu_result = (in_a & in_b) - 1;
                4'd12: alu_result = in_a + in_a;
                4'd13: alu_result = (in_a | in_b) + in_a;
                4'd14: alu_result = (in_a | (~in_b)) + in_a;
                4'd15: alu_result = in_a - 1;
            endcase
        end
        alu_out = alu_result;
        carry_out = carry_in;
        compare = (in_a == in_b) ? 1 : 0;
    end
endmodule
==> job_summary.md <==
### Flow metrics

| Metric | Value |
|---|---|
| Most numerous logic cell after layout | nand2_1 |
| CP delay by family, top | AND-OR/OR-AND gates |
| Full die area | 27300 µm² |
| Hold-fix buffers, CTS | 0 |
| Hold WS | 6.60 ns |
| Worst Path Buf+Inv | 5 |
| Worst path cell trace | buf_2, buf_4, inv_1, nor2_1, buf_4, nand2_1, o22ai_1, a221o_1, a21oi_1, ha_1, o21a_1, o31a_1, o41a_1, a21oi_1, o21ai_0, xor2_1, a211oi_1, o31ai_1, clkdlybuf4s50_1 |
| Slowest-stage cell, CP | nor2_1 |
| Core outline area | 26100 µm² |
| Dominant comb cell | AND-OR/OR-AND gates |
| Routed via count | 9903 |
| Synth Seq Share | 0% |
| First drt pass iteration count | 8 |
| Crit Path Category | in2out |
| Vias per cell | 6.36 |
| DRC Markers | 0 |
| Yosys stat area | 7990 µm² |
| Adder-Cell Fraction of Synth Area | 19.0% |
| Floorplan Utilization | 30.7% |
| Die width | 165 µm |
| Flop count | 0 |
| Vias in the first global route | 9374 |
| Post-route insts no fill | 1558 |
| Layout cell share with drive strength beyond 1 | 4.82% |
| Pwr Total | 0.354 mW |
| Min Tclk post-route | 12.20 ns |
| Outcome | finished clean |
| Area fraction in xor and xnor cells | 13.4% |
| Post_cts resized | 0 |
| Antenna violations before repair | 0 |
| Number of diodes | 0 |
| Max FO, Critical Path | 43 |
| Mux share | 3.30% |
| Unique cell types | 75 |
| Max Freq | 81.9 MHz |
| FP Rows | 59 |
| Cell area after synthesis | 7990 µm² |
| RePlAce Congestion | 1.03 |
| Routed len/inst | 26.6 µm |
| Startpoint Class | input port |
| Worst Tran Pin Value | 0.856 ns |
| Leakage power | 3.41 nW |
| Syn Inst Count | 1207 |
| CP required | 13.20 ns |
| Power per cell area | 39.9 nW/µm² |
| Fin crit share | 74.0% |
| WP data arrival | 8.90 ns |
| Area Overhead vs Synth | 10.9% |
| GRT Overall Usage | 31.2% |
| CP endpoint kind | primary output |
| Slew Limit Fails | 0 |
| Placed Instances | 1558 |
| Compound-cell area share of the yosys netlist | 34.5% |
| Max incr delay on CP | 0.62 ns |
| Ys Warns | 0 |
| Largest net degree at the start of global routing | 62 |
| Final hold viol count | 0 |
| Final setup viols | 0 |
| Tool warnings | 82 |
| Max cap viols | 0 |
| Avg Inst Size Synth | 6.62 µm² |
| Die Y | 165 µm |
| Most numerous logic cells after layout | 127 x nand2_1, 115 x ha_1, 112 x nor2_1 |
| RSZ-0062 raised after global routing | false |
| Worst slew margin | 42.2% |
| Reg area | 0 µm² |
| Simple Share, Synth | 23.3% |
| # Cells Yosys | 1207 |
| Number of clock buffers in the layout | 0 |
| GRT overflow | 0 |
| Final ANT Viol Nets | 0 |
| First-pass GRT wire length | 61.1 mm |
| Final wirelength | 41.5 mm |
| HP Class | in2out |
| Setup repair bufs after CTS | 0 |
| Hpwl dp | 32.9 mm |
| Worst vdd ir | 13.6 µV |
| Setup TNS Final | 0 ns |
| Port Buffers | 54 |
| DRT iter0 DRCs | 1358 |
| I/O pin cnt | 56 |
==> power by group <==
group / internal (mW) / switching, mW
sequential: 0 / 0
clock: 0 / 0
combinational: 0.137 / 0.217
total: 0.137 / 0.217
==> per-layer routing <==
metal / GRT usage, % / wire length, µm / part of all wire, % / vias up
met1: 42.9 / 17200 / 41 / 4650
li1: - / - / - / 4520
met4: 10.8 / 1720 / 4.1 / 0
met2: 45.0 / 17200 / 41 / 621
met5: 0 / 0 / 0 / -
met3: 10.5 / 5380 / 13 / 112
==> area by class of cell <==
cell class	instances	area [µm²]
Tap cell	335	419
Fill cell	2825	17200
Timing Repair Buffer	81	723
Inverter	66	248
Multi-Input combinational cell	1076	7470
==> Yosys cell counts, types with 6 or more instances <==
cell	count	area, µm²
a2111oi_0	6	52.6
a211oi_1	16	120
a21boi_0	7	52.6
a21o_1	6	45.0
a21oi_1	95	475
a221oi_1	16	140
a22oi_1	18	135
a31oi_1	7	43.8
and3_1	7	43.8
clkbuf_1	53	199
ha_1	115	1440
inv_1	65	244
mux2i_1	14	140
nand2_1	127	477
nand2b_1	20	125
nand3_1	29	145
nand4_1	13	81.3
nor2_1	112	420
nor2b_1	11	68.8
nor3_1	30	150
nor4_1	11	68.8
o211ai_1	6	45.0
o21a_1	7	52.6
o21ai_0	101	505
o21bai_1	7	52.6
o221ai_1	22	193
o22ai_1	45	282
o311ai_0	6	52.6
or2_2	8	50.1
or3_1	11	68.8
xnor2_1	86	753
xor2_1	34	298
==> per-stage QoR <==
stage	utilization, %	instance area [µm²]	worst slack, ns
after floorplan	-	7990	6.59
after global placement	34.0	8860	4.51
after detailed placement	34.0	8860	4.54
after CTS	34.0	8860	4.54
after global routing	34.0	8860	4.14
final	34.0	8860	4.30
==> logic make-up after synthesis <==
group                    after synthesis
AND-OR/OR-AND                        419
adder cells (fa/ha/maj)              119
buffers and inverters                131
XOR/XNOR                             121
multiplexers                          20
AND/OR/NAND/NOR                      397
==> path summary, 6_finish.rpt <==
check	start	to	slack, ns	cells after the start
worst max-delay path	select[0]	alu_out[9]	4.30	19
worst min-delay path	carry_in	carry_out	6.60	0
Power figures rest on the tool's default switching activity, not on a simulated workload.
