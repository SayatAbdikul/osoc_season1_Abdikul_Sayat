--- design/flow/constraint.sdc ---
current_design alu

set clk_period 3.0
set clk_io_pct 0.2

create_clock -name clk0 -period $clk_period [get_ports {clk}]

set non_clock_inputs [all_inputs -no_clocks]
set_input_delay [expr $clk_period * $clk_io_pct] -clock clk0 $non_clock_inputs
set_output_delay [expr $clk_period * $clk_io_pct] -clock clk0 [all_outputs]
--- design/flow/config.mk ---
export PLATFORM = sky130hd
export DESIGN_NAME = alu
export DESIGN_NICKNAME = alu
export VERILOG_FILES = /design/flow/design.v
export SDC_FILE = /design/flow/constraint.sdc
export NUM_CORES = 4
export LEC_CHECK = 1
export CORE_AREA = 10 10 96 96
export DIE_AREA = 0 0 106 106
export SYNTH_HDL_FRONTEND = slang
--- design/flow/run.sh ---
#!/bin/bash
# OpenROAD 26Q1-2900-gdf79404cd8, Yosys 0.63+post, stock flow scripts
make -C /OpenROAD-flow-scripts/flow DESIGN_CONFIG=/design/flow/config.mk WORK_HOME=/design/flow/orfs finish
--- design/flow/design.v ---
typedef enum logic [1:0] {
     add     = 2'h1,
     sub     = 2'h2,
     nop     = 2'h0
} operation_t  ;
module alu #(
        parameter WIDTH = 6
) (
        input clk,
        input rst,
        input  operation_t  op_in,
        input  [WIDTH-1:0]  a_in,
        input  [WIDTH-1:0]  b_in,
        input               in_valid,
        output logic [WIDTH-1:0]  out,
        output logic              out_valid
);
        operation_t  op_in_r;
        logic  [WIDTH-1:0]  a_in_r;
        logic  [WIDTH-1:0]  b_in_r;
        logic               in_valid_r;
        logic  [WIDTH-1:0]  result;
        always_ff @ (posedge clk, posedge rst) begin
                if (rst) begin
                        op_in_r     <= nop;    
                        a_in_r      <= '0;
                        b_in_r      <= '0;
                        in_valid_r  <= '0;
                end else begin
                        op_in_r    <= op_in;
                        a_in_r     <= a_in;
                        b_in_r     <= b_in;
                        in_valid_r <= in_valid;
                end
        end
        always_comb begin
                result = '0;
                if (in_valid_r) begin
                        case (op_in_r)
                                add: result = a_in_r + b_in_r;
                                sub: result = a_in_r + (~b_in_r + 1'b1);
                                default: result = '0;
                        endcase
                end
        end
        always_ff @ (posedge clk, posedge rst) begin
                if (rst) begin
                        out       <= '0;
                        out_valid <= '0;
                end else begin
                        out       <= result;
                        out_valid <= in_valid_r;
                end
        end
endmodule
==> results_slide.txt <==
Implementation Results

Status
  • Status: finished, final reports clean

Routing
  • Post-detailed-route count of antenna-violating nets: 0
  • Via count: 709
  • First drt pass iteration count: 4
  • Vias per cell: 3.28
  • DRC violations left: 0
  • Routed wire per std cell: 9.97 um
  • Final WL: 2150 um
  • Ant. Diodes: 0
  • Iteration-0 DRC Markers: 26

Clock tree
  • CTS tree: yes
  • Cts repair resizes: 0
  • Number of buffers created by CTS: 3
  • Worst skew pair latency: 250 ps
  • CTS clk-pin slew, worst paths: 70 ps
  • CTS sink cnt: 22
  • Clock root cell: clkbuf_8
  • Post-CTS Setup Inserts: 0
  • H-tree depth: 1
  • Hold_buf cts: 0
  • Clk buf depth: 2

Global route
  • Largest net degree at the start of global routing: 23
  • Vias in the first global route: 737
  • GR Util met3: 1.53%
  • Grt peak-use layer: met2
  • Initial antenna violation count: 0
  • Met2 Use GR: 6.58%
  • First-pass GRT wire length: 3650 um
  • Total global-route track usage: 3.95%
  • Overflow after GRT: 0
  • Met1 Track Usage GR: 4.91%

Critical path
  • Crit path DAT: 2010 ps
  • Critical path's largest stage delay: 410 ps
  • Critical path cell sequence: ha_1 -> fa_1 -> a21oi_1 -> o21bai_1 -> mux2_1 -> a31oi_1
  • Crit Path Max Fanout: 3
  • CP Class: reg2reg
  • CP bufs+invs: 0
  • Worst setup SP type: register
  • Setup crit end kind: register
  • Slowest cell on the critical path: fa_1
  • CP top delay family: adder cells
  • CP required: 3180 ps

Final timing
  • RSZ-0062 raised after global routing: false
  • Final Setup Violations: 0
  • Final period utilization: 61.1%
  • Worst slew margin: 75.4%
  • Worst hold slack: 398 ps
  • F_max: 0.546 GHz
  • Minimum clock period: 1830 ps
  • Clock Skews: 3.61 ps
  • Fin. Hold Viols: 0
  • Worst-margin pin slew: 369 ps
  • Post-Route Setup TNS: 0 ps
  • Max-slew violation count: 0

Yosys
  • Post-Synthesis Cells: 92
  • Flops out of synthesis: 22
  • Cell area leaders: dfrtp_1, ha_1, inv_1
  • Top cells by count, synth: dfrtp_1, inv_1, ha_1
  • Sequential fraction of the synthesis area: 51.3%
  • Ys cells: 92
  • Main synth FF type: dfrtp_1
  • Number of enable flip-flop cells: 0
  • Mean Syn Cell Area: 11.7 sq um
  • Synthesized cell area: 0.00107 sq mm
  • Yosys chip area: 0.00107 sq mm
  • Asr flop ratio synth: 100%
  • Max-area cell share: 51.3%
  • Yosys Warn Count: 0
  • Synth area leader: dfrtp_1
  • Cell Type Count: 29
  • Count leader, synth: dfrtp_1

Pwr
  • LEAKAGE: 0.000649 uW
  • Worst VDD drop: 0.191 mV
  • Pwr Density: 411 mW/mm^2

Floorplanning
  • Die footprint: 0.0112 sq mm
  • Die width: 106 um
  • Die height: 106 um
  • Number of I/O pins: 24
  • FP Util: 14.9%
  • Core area: 0.00721 sq mm
  • Row cnt: 31

Run
  • Total tool warning count: 31
  • Max-cap viol count: 0

Cells and area
  • Area growth, synth to finish: 36.9%
  • Layout cells sized above 1: 7.69%

Place
  • DPL Wire Length: 1760 um
  • Port Buffer Count: 23
  • GP Congestion: 0.861

Worst hold path
  • Hold/Removal Path Class: reg2reg
[per-layer routing]
layer  wire length, um  vias up
met5                 0        -
met1              1010      330
met2              1010       19
li1                  -      360
met4                 0        0
met3               127        0
[logic make-up (layout without fill, tap and decap cells)]
logic type      Yosys count  count (layout)  share of synthesized area, %
xor+xnor                  2               2                          1.63
simple gates             17              17                          8.05
flops                    22              22                          51.3
mux                       2               2                          2.45
buf+inv                  16              41                          5.60
compound gates           19              19                          13.2
fa+ha+maj                14              14                          17.7
[registers in the layout (all words and copies together), names as in the netlist]
register,flops
a_in_r,6
b_in_r,6
out,6
op_in_r,2
in_valid_r,1
out_valid,1
[power breakdown]
group | internal, uW | switching (uW) | total [uW]
logic | 57.9 | 50.2 | 108
registers | 312 | 8.74 | 320
clock network | 89.3 | 85.4 | 175
total | 459 | 144 | 603
[cell type report]
cell class,instances,area [sq um]
fill,809,5750
sequential,22,551
multi-input combinational,54,462
timing repair buffer,24,238
tap,99,124
inverter,14,52.6
clock buffer,3,41.3
[per-stage QoR]
step	instances	util (%)	worst slack (ps)	total power, uW	instance area (sq um)
after detailed placement	213	19.8	1170	436	1430
after CTS	216	20.3	1150	615	1470
after global placement	213	19.8	1180	435	1430
final	216	20.3	1170	603	1470
after global routing	216	20.3	1040	647	1470
after floorplan	92	-	1300	387	1070
[path summary, 6_finish.rpt]
kind,startpoint,end,slack [ps],cells past startpoint
setup / recovery,a_in_r[0],out[4],1170,6
hold / removal,in_valid_r,out_valid,400,0
setup reg to reg,a_in_r[0],out[4],1170,6
max in group asynchronous,rst,out_valid,2090,3
hold reg to reg,in_valid_r,out_valid,400,0
min in group asynchronous,rst,out[4],680,3
[cells in the final DEF, fill, tap and decap left out, types with 3 or more instances in the layout]
cell type / instances
a21oi_1: 5
a221oi_1: 3
clkbuf_8: 3
clkdlybuf4s50_1: 23
dfrtp_1: 22
ha_1: 12
inv_1: 13
nand2_1: 3
nand3_1: 4
nor2_1: 3
Power is estimated from default activity; no workload was simulated.
