[./run.sh]
#!/bin/bash
# OpenROAD 26Q1-2900-gdf79404cd8, Yosys 0.63+post, stock flow scripts
make -C /OpenROAD-flow-scripts/flow DESIGN_CONFIG=/design/flow/config.mk WORK_HOME=/design/flow/orfs finish
[./config.mk]
export PLATFORM = sky130hd
export DESIGN_NAME = Bitty_ALU
export DESIGN_NICKNAME = Bitty_ALU
export VERILOG_FILES = /design/flow/design.v
export SDC_FILE = /design/flow/constraint.sdc
export NUM_CORES = 4
export LEC_CHECK = 1
export CORE_UTILIZATION = 50
export SYNTH_HDL_FRONTEND = slang
[./constraint.sdc]
current_design Bitty_ALU

set clk_period 9.4
set clk_io_pct 0.2

create_clock -name clk0 -period $clk_period

set non_clock_inputs [all_inputs -no_clocks]
set_input_delay [expr $clk_period * $clk_io_pct] -clock clk0 $non_clock_inputs
set_output_delay [expr $clk_period * $clk_io_pct] -clock clk0 [all_outputs]
[./design.v]
module Bitty_ALU (
    input wire [15:0] in_a,
    input wire [15:0] in_b,
    input wire [2:0] select,
    output reg [15:0] alu_out
);
    parameter add = 0, sub = 1, and_op = 2, or_op = 3, xor_op = 4, shl = 5, shr = 6, cmp = 7;
    always @(*) begin
        case(select)
            add: alu_out = in_a + in_b;
            sub: alu_out = in_a - in_b;
            and_op: alu_out = in_a & in_b;
            or_op: alu_out = in_a | in_b;
            xor_op: alu_out = in_a ^ in_b;
            shl: alu_out = in_a << in_b;
            shr: alu_out = in_a >> in_b;
            cmp: alu_out = (in_a > in_b) ? 1: (in_a < in_b) ? 2: 0;
        endcase
    end
endmodule
==> PnR_summary.wiki <==
=== Physical design figures ===
{| class="wikitable"
! Metric !! Value
|-
| Required time at the worst-slack endpoint || 7.52 ns
|-
| Post-layout period usage of the worst path || 80.68%
|-
| Routed Antenna Nets || 0
|-
| Hold slack || 5.008 ns
|-
| Total congestion overflow || 0
|-
| Logic area || 0.003462 sq mm
|-
| Final hold violations || 0
|-
| Count of hold buffers inserted by post-cts repair || 0
|-
| Synthesized-area fraction occupied by and/or/nand/nor cells || 19.90%
|-
| Max-cap violations || 0
|-
| DIE AREA || 0.008065 sq mm
|-
| Sequential cell area || 0 sq um
|-
| Leakage || between 1.5 and 2 nW
|-
| Layout filler cell count || 737
|-
| Path type of the worst min-delay path || in2out
|-
| Cells after DPL || 659
|-
| Min cycle time layout || between 7 and 8 ns
|-
| Vias || around 4,300
|-
| Number of different library cells in the post-synthesis netlist || 66
|-
| Sum of negative setup slack || 0 ns
|-
| Drt initial violations || 389
|-
| Run status || completed
|-
| Fraction of the yosys area taken by sequential cells || 0%
|-
| Number of sequential cells in the layout || 0
|-
| Post-synth area hogs || ha_1, mux4_1, a21oi_1
|-
| Largest net degree at the start of global routing || 38
|-
| Transition time at the pin with the least slew margin || 0.9533 ns
|-
| CP max stage cell || a311oi_1
|-
| Number of standard cells reported by yosys || 536
|-
| Weighted congestion at the end of routability-driven global placement || 1.062
|-
| Final-report max-slew violation count || 0
|-
| Die Height || 89.81 microns
|-
| Relative slew slack || 35.96%
|-
| Critical Path, Cell by Cell || clkdlybuf4s50_1, buf_4, inv_1, ha_1, o21bai_1, a21oi_1, o21ai_0, a311oi_1, o21ai_0, o21ai_0, o21a_1, clkdlybuf4s50_1
|-
| Top cell area share || 15.58%
|-
| Share of synthesized cell area in full adder, half adder and majority cells || roughly 17%
|-
| Number of gates resized after cts || 0
|-
| Synthesis area per yosys || 0.003855 sq mm
|-
| Setup crit end kind || output pin
|-
| Core Density at Floorplan || 52.31%
|-
| Most frequent cell on the critical path || o21ai_0
|-
| Hpwl dp || 10,560 microns
|-
| Yosys aoi share || 33.92%
|-
| Fraction of layout instances using a drive strength above 1 || ~5.7%
|-
| Global-route wire length before repair || 21,820 microns
|-
| Number of cells produced by synthesis || 536
|-
| Buffers and inverters on the worst path || 4
|-
| Post-synthesis mux area share || between 10% and 20%
|-
| Wire length per cell || 20.67 microns
|-
| Post-detailed-routing wire length || about 14,000 microns
|-
| Post-CTS setup buffer count || 0
|-
| Largest stage delay on the critical path || roughly 0.55 ns
|-
| Horizontal die dimension || 89.81 microns
|-
| Antenna violations before repair || 0
|-
| Mean number of vias per cell || 6.599
|-
| Number of logged tool warnings || 65
|-
| Boundary Pins || 51
|-
| Total of clock buffers placed in the layout || 0
|-
| Power density relative to cell area || about 55 mW/mm^2
|-
| Dominant delay contributor by cell family on the critical path || AND-OR/OR-AND gates
|-
| Total number of yosys warnings || 0
|-
| Count of port buffers added during placement || 51
|-
| Setup Viol. Count Final || 0
|-
| Area of the mapped netlist || 0.003855 sq mm
|-
| Highest clock rate || 131.9 MHz
|-
| Largest area contributor in the netlist || ha_1
|-
| Category of the critical setup timing path || in2out
|-
| Area added between synthesis and finish || 12.66%
|-
| Vias in the first global route || roughly 4,000
|-
| Syn avg cell area || 7.192 sq um
|-
| Core Box Area || ~0.0074 sq mm
|-
| Number of search-and-repair iterations in the first detailed-routing pass || 5
|-
| Critical-path maximum fanout || 33
|-
| Top logic family || AND-OR/OR-AND gates
|-
| Remaining routing DRC violations || 0
|-
| Number of rows created at floorplan || 31
|-
| Unrepaired setup endpoints after global routing || false
|-
| Global routing usage summed across all routing layers || 35.16%
|-
| Diodes inserted || 0
|-
| Worst voltage drop across the vdd grid || 0.03366 mV
|-
| Total power consumption of the routed design || 0.2369 mW
|-
| Fraction of synthesized cell area in xor and xnor cells || 2.726%
|-
| Cell Count, Final, Fillers Out || 659
|-
| Data arrival, critical path || 5.70 ns
|-
| Kind of start point of the critical path || primary input
|}
final cells by class:
| cell class | instances | area share (%) |
|---|---|---|
| Multi-Input combinational cell | 449 | 79.72 |
| Timing Repair Buffer | 58 | 12.85 |
| Inverter | 53 | 4.581 |
| Tap cell | 99 | 2.852 |
worst paths after layout:
| path | start | endpoint | slack, ns | cells past startpoint |
|---|---|---|---|---|
| setup / recovery | in_b[2] | alu_out[1] | 1.82 | 12 |
| hold / removal | select[1] | alu_out[12] | 5.01 | 4 |
metrics by stage:
step                      cell area (sq um)  setup WS [ns]  util [%]
after detailed placement               4343          1.879     58.93
after global placement                 4343          1.893     58.93
final                                  4343          1.816     58.93
after CTS                              4343          1.872     58.93
after floorplan                        3855          3.636         -
after global routing                   4343          1.430     58.93
tightest hold or removal path: stages:
cell and delay, ns:
clkdlybuf4s50_1 0.45, buf_4 0.28, o31ai_1 0.12, clkdlybuf4s50_1 0.40
power breakdown:
part	internal [mW]	switching, mW
registers	0	0
logic	0.106	0.131
clock network	0	0
total	0.106	0.131
cell usage in the layout (no fill, tap or decap), drive strengths merged, types with 4 or more instances in the layout:
cell,Yosys,routed
o21a,4,4
o211ai,10,10
mux4,22,22
o22ai,5,5
a211oi,5,5
nand2,44,44
o21ai,38,38
clkdlybuf4s50,0,50
a31oi,12,12
or2,4,4
a211o,7,7
nand3,16,16
nor3,18,18
a221oi,7,7
o21bai,7,7
xor2,4,4
mux2i,6,6
xnor2,8,8
a21o,4,4
ha,48,48
nor2,43,43
nor4,4,4
nand4,4,4
buf,19,8
nor2b,5,5
a21oi,66,66
o221a,5,5
inv,51,51
Yosys cell counts (3+ instances only):
master / n
o22ai_1: 5
o211ai_1: 10
xor2_1: 4
or2_2: 4
a21o_1: 4
a222oi_1: 3
o221a_2: 4
o21a_1: 4
o211a_1: 3
mux4_2: 8
o221ai_1: 3
o21ai_0: 37
nand3_1: 16
nand2b_1: 3
buf_2: 8
nor3_1: 18
nor3b_1: 3
buf_4: 6
a31oi_1: 12
mux2i_1: 6
xnor2_1: 8
clkbuf_1: 15
mux4_1: 14
ha_1: 48
o21bai_1: 7
mux2_2: 3
a221oi_1: 7
a21oi_1: 65
inv_1: 51
a211oi_1: 5
nor2_1: 43
nand4_1: 4
nor2b_1: 5
or4_1: 3
buf_6: 3
a211o_1: 7
nand2_1: 44
o31ai_1: 3
a311oi_1: 3
per-layer routing:
| metal | vias to the layer above | track usage (%) | wire (microns) |
|---|---|---|---|
| li1 | 2071 | - | - |
| met1 | 2023 | 55.82 | 6192 |
| met2 | 241 | 51.92 | 5973 |
| met3 | 14 | 5.069 | 1220 |
| met4 | 0 | 6.284 | 238 |
| met5 | - | 0 | 0 |
kinds of logic after synthesis:
family / Yosys count
multiplexers: 31
AND-OR/OR-AND: 200
adder cells (fa/ha/maj): 50
AND/OR/NAND/NOR: 156
XOR/XNOR: 12
buffers and inverters: 87
Power figures rest on the tool's default switching activity, not on a simulated workload.
